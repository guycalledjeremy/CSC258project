**flow/config.mk**
```make
export PLATFORM = sky130hd
export DESIGN_NAME = datapath2
export DESIGN_NICKNAME = datapath2
export VERILOG_FILES = /design/flow/design.v
export SDC_FILE = /design/flow/constraint.sdc
export NUM_CORES = 4
export LEC_CHECK = 1
export CORE_UTILIZATION = 40
```
**flow/constraint.sdc**
```tcl
current_design datapath2

set clk_period 6.1
set clk_io_pct 0.2

create_clock -name clk0 -period $clk_period [get_ports {clk}]

set non_clock_inputs [all_inputs -no_clocks]
set_input_delay [expr $clk_period * $clk_io_pct] -clock clk0 $non_clock_inputs
set_output_delay [expr $clk_period * $clk_io_pct] -clock clk0 [all_outputs]
```
**flow/design.v**
```verilog
module animation(
        CLOCK_50,
        KEY,
  		VGA_CLK,   						 
  		VGA_HS,							 
  		VGA_VS,							 
  		VGA_BLANK_N,					 
  		VGA_SYNC_N,						 
  		VGA_R,   						 
  		VGA_G,	 						 
  		VGA_B   						 
  );
      input CLOCK_50;
      input [3:0] KEY;
      output		VGA_CLK;   				 
      output		VGA_HS;					 
      output		VGA_VS;					 
      output		VGA_BLANK_N;			 
      output		VGA_SYNC_N;				 
      output	    [9:0]	VGA_R;   		 
      output	    [9:0]	VGA_G;	 		 
      output	    [9:0]	VGA_B;   		 
      wire reset, go;
      assign reset = ~KEY[0];
      assign go = KEY[1];
      wire [7:0] x;
      wire [5:0] y_value;
      wire erase_e;
	  wire [5:0] y;
	  assign y = (!reset) ? y_value : y;
      frame	f0(
        .CLOCK_50(CLOCK_50),						 
        .resetn(reset),
        .go(go),
        .erase(erase_e),
        .x(x),
        .y(y),
        .VGA_CLK(VGA_CLK),   						 
        .VGA_HS(VGA_HS),							 
        .VGA_VS(VGA_VS),							 
        .VGA_BLANK_N(VGA_BLANK_N),					 
        .VGA_SYNC_N(VGA_SYNC_N),					 
        .VGA_R(VGA_R),   						     
        .VGA_G(VGA_G),	 						     
        .VGA_B(VGA_B));   						     
    wire d, doe, dod;
    datapath2 d0(CLOCK_50, reset, go, doe, dod, x, y_value, erase_e, d);
    control2 c0(CLOCK_50, reset, d, doe, dod);
endmodule
module datapath2(clk, resetn, plot, do_e, do_d, x_v, y_v, erase, d);
    input clk, resetn, plot;
    input do_e, do_d;
    output [7:0] x_v;
    output [5:0] y_v;
    output reg erase;
    output reg d;
    reg [7:0] x;
    wire [9:0] y;
    LFSR lfsr0(clk, resetn, plot, y);
    wire move;
    slowcounter s0(plot, clk, resetn, move);
    always @(posedge clk) begin
        if (!resetn) begin
            x <= 8'd60;
	    d <= 1'b0;
	    erase <= 1'b0;
        end
        else begin
            if (move) begin
                if (x == 8'd0) begin
                    erase <= 1'b1;
                    d <= 1'b0;
                end
                else begin
                    if (do_e == 1'b1) begin
                        erase <= 1'b1;
                    end
                    if (do_d == 1'b1) begin
                        x <= x - 1'b1;
                        d <= 1'b1;
								erase <= 1'b0;
                    end
                end
            end
        end
    end
    assign x_v = x;
	assign y_v = y[5:0];
endmodule
module LFSR (clk, reset, enable, out);
	input clk, reset, enable;
	output reg [9:0] out;
	reg spawn;
	reg [9:0] value;
	wire linear_feedback;
	assign linear_feedback = (value[1] ^ value[0]);
	initial out = 10'b0;
	initial spawn = 0;
	initial value = 10'b0010010100;
	always @ (posedge clk, posedge reset) begin
		if (reset) begin
		value <= 10'b0010010100;
		out <= 10'b0;
		spawn <= 0;
		end
		else if (enable) begin
		value <= {linear_feedback,value[9],value[8],value[7],value[6],value[5],value[4],value[3],value[2],value[1]};
		out <= value[9:0];
		spawn <= linear_feedback;
		end
		else begin
		out <= 10'b0;
		spawn <= 0;
		end
	end
endmodule
module control2(clock, reset_n, d, do_e, do_d);
    input clock, reset_n, d;
    output reg do_e, do_d;
    reg [3:0] current_state, next_state;
    localparam  S_CYCLE_WAIT = 2'd0,
                S_CYCLE_E = 2'd1,
                S_CYCLE_D = 2'd2;
    always@(*)
    begin: state_table
          case (current_state)
              S_CYCLE_WAIT: next_state = (d) ? S_CYCLE_E : S_CYCLE_WAIT;
              S_CYCLE_E: next_state = S_CYCLE_D;
              S_CYCLE_D: next_state = S_CYCLE_WAIT;
          default: next_state = S_CYCLE_WAIT;
          endcase
      end
    always@(*)
    begin: enable_signals
        do_e <= 1'b0;
        do_d <= 1'b0;
        case(current_state)
            S_CYCLE_WAIT:begin
            end
            S_CYCLE_E:begin
            do_e <= 1'b1;
            end
            S_CYCLE_D:begin
            do_d <= 1'b1;
            end
        endcase
    end
    always@(posedge clock)
    begin: state_FFs
      if(!reset_n)
          current_state <= S_CYCLE_WAIT;
      else
          current_state <= next_state;
    end
endmodule
module slowcounter(enable, clk, reset, go);
  input enable, clk, reset;
  output go;
  wire [19:0] q;
  ratedivider r0(enable, 20'b11001011011100110101, clk, reset, q);
  assign go = (q == 20'd0) ? 1'b1 : 1'b0;
endmodule
module ratedivider(enable, load, clk, reset, q);
	input enable, clk, reset;
	input [19:0] load;
	output reg [19:0] q;
	always @(posedge clk)
	begin
		if (!reset)
			q <= load;
		else if (enable)
			begin
				if (q == 0)
					q <= load;
				else
					q <= q - 1'b1;
			end
	end
endmodule
```
**flow/run.sh**
```bash
#!/bin/bash
# OpenROAD 26Q1-2900-gdf79404cd8, Yosys 0.63+post, stock flow scripts
make -C /OpenROAD-flow-scripts/flow DESIGN_CONFIG=/design/flow/config.mk WORK_HOME=/design/flow/orfs finish
```
==> commit_impl_results.txt <==
Refresh implementation metrics

- The final timing report lists a hold violation count of 0.
* Number of warnings reported in the yosys synthesis log: 3
- The mapped netlist covers a little over 2000 µm².
- The worst path in the final design needs a cycle of 3680 ps, including I/O delays and setup.
- Netlist cell types: between 40 and 50
- For reference, the placement row count at floorplan is 25.
* Number of setup violations in the final report: 0
- In the final run the clock tree shows a worst skew of 6.96 ps.
- Portion of total power attributed to the clock network: 0.311
- Run status: finished, final reports clean
* Via total after detailed routing: 1571
* Log Warnings: 27
- Deepest clock path buffer count: 2
- RD Place Congestion: just over 0.8
- The stat command in Yosys gives a chip area of slightly above 2000 µm².
- Vias per Instance: about 5.2
- Worst max-slew margin expressed relative to the limit: 0.399
- CP Launch Type: primary input
- The clock reaches the later pin of the worst-skew pair after 290 ps.
* Endpoint type of the worst setup path: flip-flop
* I/O Pins: 21
- The count of buffers added on input and output ports is 20.
- Net switching power of the design: about 0.00013 W
* Top logic cells by instance count in the layout: 30 x dfxtp_1, 20 x clkdlybuf4s50_1, 14 x nand2_1, 13 x dfrtp_1
- Number of CTS-inserted buffers: 5
- The share of total power dissipated in combinational logic is 0.100.
* Type of the worst min-delay path: reg -> reg
- The script computed the net switching share of total power as 0.222.
- Flip-flops with a built-in enable: 0
* Total of hold buffers inserted after clock tree synthesis: 0
- Wire length of the first global-routing pass: approximately 6.7 mm
- Signal arrival time at the worst endpoint: 3810 ps
* Antenna diode instance count: 0
- In this run the static leakage power is 0.846 nW.
- Largest driver fanout on the critical path: 22
* PwrDens: ~250 nW/µm²
- Initial antenna violation count: 0
- The tightest hold path in the finished design has a slack of 484 ps.
- Detailed Routing Iterations Pass 1: 4
- Portion of the post-synthesis area used by sequential elements: 0.495
* Internal power of the cells: around 0.00047 W
- Mean routed wirelength per cell: 13.3 µm
- From left edge to right edge, the die measures ~73 µm.
* Clock tree root driver cell: clkbuf_8
- Total of max-cap violations: 0
- Half-perimeter wire length of the detailed placement result: roughly 2.7 mm
- Global route total overflow: 0
- Nets still carrying antenna violations after routing amount to 0.
- Reg clk slew, reported paths: about 80 ps
- Final total negative setup slack: 0 ps
- The initial utilization of the core area, before any placement, comes to 0.422.
* Share of async-settable or async-resettable flops after synthesis: 0.348
- Between the synthesized netlist and the finished layout, the area growth was recorded as 18.2%.
* Number of DRC markers after the initial detailed-route iteration: about 76
- Number of DRC violations after detailed routing: 0
- In this run the vertical extent of the chip is approximately 73 µm.
- H-tree lvl count: 2
- Pin count of the biggest net entering global routing: 23
- Setup repair after global routing left no endpoint under its margin.
- Per the synth stats, the flop cell with the highest instance count is dfxtp_1.
- The final timing summary puts the cycle share of the worst path at 0.604.
- The detailed router reported a total wirelength of about 4.0 mm.
* Total track usage: 0.165
* Sequential group share of total power: 0.589
- Synthesized registers: between 40 and 50
- Core area: about 4800 µm²
* Cell count after synthesis: 210
- TritonCTS built the clock tree.
* Post-synthesis average cell area: 9.67 µm²
* Post-synthesis cell count from yosys: 210
* CTS Sinks: between 40 and 50
* Maximum achievable frequency: ~0.27 GHz
* Fraction of final layout cells with drive strength greater than 1: 0.0987
- Quantity of gates resized following cts: 0
* Transition time of the tightest slew-check pin: ~900 ps
- Top logic cell by instance count in the layout: dfxtp_1
* Crit Path Class: in -> reg
- Looking at the post-CTS report, the setup buffer insertion count equals 0.
- Floorplan die area: ~5400 µm²
* Vias in the first global route: around 1400
- Pins over their slew limit in the final report were tallied at 0.
* Required time of the critical path: roughly 6200 ps
* Peak supply drop: 0.000141 V
-- path summary, 6_finish.rpt --
path                                start        endpoint  slack (ps)  cells past startpoint
max reg2reg                    s0.r0.q[0]            x[4]        3620                      6
max in group asynchronous          resetn  lfsr0.value[2]        4080                      2
min in group asynchronous          resetn    lfsr0.out[0]        1650                      2
max                                resetn     s0.r0.q[18]        2420                      4
min                        lfsr0.value[3]  lfsr0.value[3]         480                      1
min reg2reg                lfsr0.value[3]  lfsr0.value[3]         480                      1
-- worst max-delay path, stage by stage --
cell and delay, ps:
clkdlybuf4s50_1 770, clkinv_1 720, a31oi_1 940, nand3_1 150
-- synth_stat cells, drive strengths merged (5+ instances only) --
cell | number | area (µm²)
nor2 | 12 | 45.0
mux2 | 5 | 56.3
a21o | 5 | 37.5
or3 | 10 | 62.6
xor2 | 5 | 43.8
dfxtp | 30 | 601
dfrtp | 13 | 325
and2 | 6 | 37.5
nand2 | 14 | 52.6
a21oi | 6 | 30.0
clkbuf | 8 | 30.0
or4 | 7 | 56.3
nor3 | 7 | 35.0
o21ai | 12 | 60.1
nor4 | 8 | 50.1
xnor2 | 7 | 61.3
nand3 | 9 | 45.0
-- stage by stage --
stage	power [W]	instance area, µm²	instances	worst slack (ps)	util
2_1_floorplan	0.000393	2030	210	3180	-
3_3_place_gp	0.000420	2310	292	2030	0.479
3_5_place_dp	0.000420	2310	292	2010	0.479
4_1_cts	0.000610	2400	300	2330	0.498
5_1_grt	0.000632	2400	300	2000	0.498
6_report	0.000600	2400	300	2420	0.498
-- flip-flops by register name, summed over array words and instances (netlist names) --
| register | flops |
|---|---|
| lfsr0.out | 6 |
| x | 8 |
| s0.r0.q | 20 |
| erase | 1 |
| lfsr0.value | 10 |
| d | 1 |
-- kinds of logic (layout without fill, tap and decap cells) --
logic type | after synthesis | in the layout | synth area share
fa+ha+maj | 4 | 4 | 0.0246
compound gates | 36 | 36 | 0.110
flops | 46 | 46 | 0.495
mux | 7 | 7 | 0.0376
xor+xnor | 12 | 12 | 0.0518
buf+inv | 16 | 39 | 0.0320
simple gates | 89 | 89 | 0.249
-- layout make-up --
| type | instances | area, µm² |
|---|---|---|
| inverters | 6 | 22.5 |
| repair buffers | 25 | 238 |
| flip-flops and latches | 46 | 1000 |
| clock buffers | 7 | 86.3 |
| fillers | 472 | 2420 |
| well taps | 67 | 83.8 |
| clock inverters | 1 | 5.00 |
| multi-input cells | 148 | 961 |
-- power by group through the flow --
stage | sequential (W) | clock [W] | combinational (W)
after CTS | 0.000354 | 0.000195 | 0.0000617
after global routing | 0.000358 | 0.000205 | 0.0000680
final | 0.000353 | 0.000187 | 0.0000602
-- metal layers --
metal	GRT usage	wire length, µm	up-vias
li1	-	-	804
met4	0.0218	42	0
met2	0.224	1780	20
met1	0.289	2050	742
met5	0	0	-
met3	0.0277	108	5
Power and IR drop assume default switching activity.
